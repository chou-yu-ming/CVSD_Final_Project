## flow/run.sh

```bash
#!/bin/bash
# OpenROAD 26Q1-2900-gdf79404cd8, Yosys 0.63+post, stock flow scripts
make -C /OpenROAD-flow-scripts/flow DESIGN_CONFIG=/design/flow/config.mk WORK_HOME=/design/flow/orfs finish
```

## flow/config.mk

```make
export PLATFORM = sky130hd
export DESIGN_NAME = Add_Sub
export DESIGN_NICKNAME = Add_Sub
export VERILOG_FILES = /design/flow/design.v
export SDC_FILE = /design/flow/constraint.sdc
export NUM_CORES = 4
export LEC_CHECK = 1
export CORE_UTILIZATION = 30
```

## flow/constraint.sdc

```tcl
current_design Add_Sub

set clk_period 161.2
set clk_io_pct 0.2

create_clock -name clk0 -period $clk_period

set non_clock_inputs [all_inputs -no_clocks]
set_input_delay [expr $clk_period * $clk_io_pct] -clock clk0 $non_clock_inputs
set_output_delay [expr $clk_period * $clk_io_pct] -clock clk0 [all_outputs]
```

## flow/design.v

```verilog
module Add_Sub (
    input [254:0] x,
    input [254:0] y,
    input add,
    output reg [254:0] result
);
reg [254:0] yq;
reg [254:0] yy;
always @(*) begin
    yq = y - 255'h7fffffffffffffffffffffffffffffffffffffffffffffffffffffffffffffed;
    if (add) begin
        yy = (x < -yq) ? y: yq;
    end else begin
        yy = (x >= y) ? -y: -yq;
    end
    result = x + yy;
end
endmodule
```

==> impl_table.tex <==
% Yosys + OpenROAD metrics
\begin{tabular}{lr}
\hline
Metric & Value \\
\hline
\multicolumn{2}{l}{\textbf{CTS}} \\
Setup Buffers After CTS & 0 \\
Number of gates given a new drive strength after cts & 0 \\
Hold buffer count at cts & 0 \\
\multicolumn{2}{l}{\textbf{Routing}} \\
Wire per inst & 34.0 um \\
Detailed Routing Iterations Pass 1 & 8 \\
Vias & 73500 \\
Post-detailed-route count of antenna-violating nets & 0 \\
Wire length after detailed routing & 389000 um \\
Post-DR vias/cell & 6.43 \\
Count of routing violations after the opening detailed-route iteration & 8237 \\
Remaining DRCs & 0 \\
\multicolumn{2}{l}{\textbf{Logic synthesis}} \\
Area figure in the yosys stat output & 54500 um2 \\
Cell type with the largest total area & sky130\_fd\_sc\_hd\_\_ha\_1 \\
Post-synthesis instance total & 8490 \\
Register area share after synthesis & 0 \\
Cells taking the most area after synthesis & sky130\_fd\_sc\_hd\_\_ha\_1 (18\%), sky130\_fd\_sc\_hd\_\_xnor2\_1 (8.8\%), sky130\_fd\_sc\_hd\_\_a21oi\_1 (7.3\%) \\
Mean area per synthesized cell & 6.43 um2 \\
Top-area cell type share of the netlist area & 0.177 \\
Yosys cell count & 8490 \\
Total standard cell area after synthesis & 54500 um2 \\
Top cells by instance count after synthesis & sky130\_fd\_sc\_hd\_\_a21oi\_1 (795), sky130\_fd\_sc\_hd\_\_nand2\_1 (775), sky130\_fd\_sc\_hd\_\_ha\_1 (773) \\
Yosys top cell by instances & sky130\_fd\_sc\_hd\_\_a21oi\_1 \\
Synthesis Warnings & 1 \\
Cell Type Count & 110 \\
\multicolumn{2}{l}{\textbf{Worst setup path}} \\
Slowest Stage Delay on Critical Path & 1110 ps \\
Kind of launch point of the worst setup path & input pin \\
Maximum net fanout on the critical path & 15 \\
Standard cell with the maximum stage delay on the critical path & sky130\_fd\_sc\_hd\_\_a211oi\_1 \\
Worst setup startpoint & y[0] \\
Nature of the critical path endpoint & output port \\
Worst setup path class & input pin to output port \\
Dominant cell type by count on the critical path & sky130\_fd\_sc\_hd\_\_buf\_4 \\
Required time worst endpoint & 128960 ps \\
Arrival time worst endpoint & 53570 ps \\
\multicolumn{2}{l}{\textbf{STA}} \\
Slew at the pin closest to its max-slew limit & 1350 ps \\
Worst-case headroom to the max-slew limit & 0.0916 \\
Number of slew-limit violations in the final report & 0 \\
Total setup violations reported at the end of the flow & 0 \\
Final Hold Fails & 0 \\
Sum of negative setup slack & 0 ps \\
Maximum achievable frequency & 0.0117 GHz \\
Crit share post-route & 0.532 \\
Minimum setup slack in the final design & 75390 ps \\
Min Tclk post-route & 85810 ps \\
Unrepaired setup endpoints after global routing & false \\
\multicolumn{2}{l}{\textbf{Floorplanning}} \\
Share of the core filled by cells before placement & 0.302 \\
Area of the placeable core & 181000 um2 \\
Standard-cell rows & 156 \\
Height of the die & 428 um \\
Horiz. Die Dim & 428 um \\
IO Pins & 766 \\
Die outline area & 184000 um2 \\
\multicolumn{2}{l}{\textbf{Cells and area}} \\
Area added between synthesis and finish & 19.6\% \\
Number of sequential cells in the layout & 0 \\
Final-layout fill cell count & 19500 \\
Final design area excluding fillers & 65200 um2 \\
Logic area & 51300 um2 \\
Clock tree buffer count of the final layout & 0 \\
Sequential cell area in the final layout & 0 um2 \\
Share of cells above drive strength 1 & 0.0429 \\
\multicolumn{2}{l}{\textbf{Pwr}} \\
Clock network power share & 0 \\
Fraction of power spent switching nets & 0.585 \\
Power Internal & 0.000136 W \\
Switching pwr & 0.000192 W \\
Combinational cell fraction of total power & 1.000 \\
Power per cell area & 5.02 nW/um2 \\
Share of power burned in registers & 0 \\
Leakage power total & 24.6 nW \\
Total Power & 0.000328 W \\
Peak VDD IR & 3.59 uV \\
\multicolumn{2}{l}{\textbf{Hold path}} \\
Path class of the lowest-slack min-delay path & input pin to output port \\
Capture endpoint of the worst hold path & result[0] \\
Number of cells traversed by the worst hold path & 3 \\
Worst Hold Launch & x[0] \\
\multicolumn{2}{l}{\textbf{Global routing}} \\
M2 GR Usage & 0.629 \\
Number of global-route vias before repair & 68600 \\
First-pass GRT wire length & 536000 um \\
GRT Residual Overflow & 0 \\
Met1 usage in global routing & 0.543 \\
Maximum number of pins on one net before global-route repair & 80 \\
Most heavily used metal layer in global routing & met2 \\
Met3 usage in global routing & 0.0761 \\
Number of antenna violations at the first check in global routing & 105 \\
GR Util All Layers & 0.411 \\
\multicolumn{2}{l}{\textbf{Run}} \\
Tool warning count & 41 \\
Maximum Capacitance Violations & 0 \\
\multicolumn{2}{l}{\textbf{Placement}} \\
Count of input and output buffers & 766 \\
Pre-CTS setup slack & 76400 ps \\
Instance area at placement & 65100 um2 \\
Final HPWL from detailed placement & 333000 um \\
Final weighted congestion in routability-driven placement & 1.11 \\
\multicolumn{2}{l}{\textbf{Outcome}} \\
Outcome & completed \\
\hline
\end{tabular}
-- how the worst max path moves through the flow --
stage | endpoint | slack, ps | cells past startpoint
final | result[236] | 75390 | 51
after global routing | result[236] | 75070 | 55
after CTS | result[236] | 76290 | 55
-- cells by family (layout without fill, tap and decap cells) --
family | Yosys count | count (layout) | share of synthesized area
and+or+nand+nor | 3561 | 3561 | 0.341
AOI/OAI and AO/OA | 2508 | 2508 | 0.291
buffers and inverters | 858 | 1363 | 0.0615
adders and majority gates | 774 | 774 | 0.178
xor gates and xnor gates | 766 | 766 | 0.124
muxes | 23 | 23 | 0.00433
other | 0 | 68 | 0
-- placed cells by master, fill, tap and decap left out, drive strengths merged, types with 349 or more instances in the layout --
master	netlist	routed
o21ai	576	576
xnor2	558	558
nor3	375	375
a21o	362	362
a21oi	795	795
ha	773	773
nor2	695	695
inv	372	372
clkdlybuf4s50	0	765
nand3	349	349
nand4	469	469
nand2	779	779
-- metal layers --
layer	vias up	wire length (um)
met5	-	120
met3	820	33000
li1	33100	-
met4	16	25200
met2	4388	170000
met1	35200	160000
-- stage by stage --
stage	utilization	hold slack (ps)	instances
after CTS	0.360	65550	11400
after floorplan	-	64560	8490
after global routing	0.361	65590	11400
after global placement	0.360	65550	11400
final	0.361	65540	11400
after detailed placement	0.360	65540	11400
-- power by group through the flow --
stage         Sequential (W)  Combinational (W)        Clock (W)
finish                     0           0.000328  0.0000000000458
CTS                        0           0.000320                0
global route               0           0.000347  0.0000000000498
-- final cells by class --
cell class	count	area share
diodes	68	0.00261
inverters	379	0.0218
well taps	2370	0.0455
multi-input cells	7632	0.787
repair buffers	984	0.143
-- critical path: cells and delay by family --
family | cells | cell delay [ps]
compound gates | 19 | 7180
xor+xnor | 2 | 400
fa+ha+maj | 3 | 1060
buf+inv | 7 | 2790
simple gates | 20 | 9780
No activity file was given, so power comes from the tool's default toggle rates.
